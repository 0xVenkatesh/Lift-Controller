**design/flow/design.v**
```verilog
`timescale 1us/1ns
module LiftController #(
    parameter integer N = 3,
    parameter integer DELAY_CYCLES = 5_000_000
)(
    input  wire              clk,
    input  wire              rst_n,
    input  wire [N-1:0]      i_l,
    input  wire [N-1:0]      i_u,
    input  wire [N-1:0]      i_d,
    input  wire [N-1:0]      sf,
    input  wire [N-2:0]      si,
    output reg               D,
    output reg               UP,
    output wire              STOP,
    output wire              v,
    output wire [$clog2(N)-1:0] c      
);
    reg [$clog2(N)-1:0] c_reg;
    assign c = c_reg;  
    integer j;
    assign v = ~|si;  
    always @(*) begin
        if (!rst_n) 
            c_reg = 0;
        else if (v) begin
            c_reg = 0;
            for (j = 0; j < N; j = j + 1) begin
                if (sf[j])
                    c_reg = j;
            end
        end
    end
    reg [N-1:0] Ru, Rd;
    reg [N-1:0] rst_latch;
    reg [N-1:0] setu, setd;
    wire NRE = ~|({Ru, Rd});
    always @(*) begin
        setu[0] = i_u[0] | (~v & NRE);
        setd[0] = 0;
        for (j = 1; j < N; j = j + 1) begin
            setu[j] = i_u[j] | (i_l[j] & (j > c_reg));
            setd[j] = i_d[j] | (i_l[j] & (j < c_reg));
        end
    end
    always @(*) begin
        if (!rst_n) begin
            Ru = 0; 
            Rd = 0;
        end else begin
            for (j = 0; j < N; j = j + 1) begin
                if (rst_latch[j]) begin
                    Ru[j] = 0;
                    Rd[j] = 0;
                end else begin
                    if (setu[j]) Ru[j] = 1;
                    if (setd[j]) Rd[j] = 1;
                end
            end
        end
    end
    reg BSO1, BSO2, BSO3, BSO4;
    always @(*) begin
        BSO1 = 0; BSO2 = 0; BSO3 = 0; BSO4 = 0;
        for (j = 0; j < N; j = j + 1) begin
            if (j > c_reg) begin
                BSO1 = BSO1 | Ru[j];   
                BSO3 = BSO3 | Rd[j];   
            end
            if (j < c_reg) begin
                BSO2 = BSO2 | Ru[j];   
                BSO4 = BSO4 | Rd[j];   
            end
        end
    end
    reg [22:0] counter;
    reg STOP_prev, D_prev; 
    always @(posedge clk or negedge rst_n) begin
        if (!rst_n) begin
            counter <= 0;
            D <= 0;
            STOP_prev <= 0;
            D_prev <= 0;      
        end else begin
            STOP_prev <= STOP;
            D_prev <= D;
            if ((STOP && !STOP_prev) || (STOP && (Ru[c_reg] || Rd[c_reg]) && counter == 0 && D == 0)) begin
                D <= 1;
                counter <= DELAY_CYCLES;
            end else if (counter > 0) begin
                counter <= counter - 1;
                if (counter == 1)
                    D <= 0;
            end
        end
    end
    reg Q1;
    always @(*) begin
        if (!rst_n) begin
            rst_latch = 0;
            Q1 = 0;
        end else begin
            if (D_prev && !D) begin
                rst_latch[c_reg] = 1;
                if (UP) Q1 = BSO1 | BSO3;
                else Q1 = (~(BSO4 | BSO2)) & BSO1;
            end else begin
                rst_latch[c_reg] = 0;
            end
        end
    end
    assign STOP = ((UP ? (Ru[c_reg] | (Rd[c_reg] & ~(BSO1 | BSO2))) : (Rd[c_reg] | (Ru[c_reg] & ~(BSO3 | BSO4)))) | NRE) & v;
    reg Q2;
    always @(negedge NRE) begin
        if (!rst_n) begin
            Q2 <= 0;
        end 
        else 
            Q2 <= BSO1 | BSO3;
    end
    always @(*) begin
        UP = Q1 | Q2;
    end
endmodule
`timescale 1us/1ns
module LiftController_wrapper #(
    parameter integer N = 3,
    parameter integer DELAY_CYCLES = 5_000_000
)(
    input  wire              clk,
    input  wire              rst_n,
    input  wire [2:0]        i_l,
    input  wire [1:0]        i_u,
    input  wire [1:0]        i_d,
    input  wire [2:0]        sf,
    input  wire [1:0]        si,
    output wire [2:0]        led,
    output wire              STOP,
    output wire              UP,
    output wire              D,
    output wire              v
);
    wire [1:0] c;
    wire [2:0] i_u_internal;
    wire [2:0] i_d_internal;
    assign i_u_internal = {1'b0, i_u};
    assign i_d_internal = {i_d, 1'b0};
    LiftController #(
        .N(N), 
        .DELAY_CYCLES(DELAY_CYCLES)
    ) dutlc (
        .clk(clk), 
        .rst_n(rst_n), 
        .i_u(i_u_internal),
        .i_d(i_d_internal),
        .i_l(i_l),
        .sf(sf),
        .si(si),
        .c(c),
        .STOP(STOP),
        .UP(UP),
        .D(D),
        .v(v)
    );
    assign led[0] = (c == 2'b00) ? 1'b1 : 1'b0;   
    assign led[1] = (c == 2'b01) ? 1'b1 : 1'b0;   
    assign led[2]= (c == 2'b10) ? 1'b1 : 1'b0;   
endmodule
```
**design/flow/run.sh**
```bash
#!/bin/bash
# OpenROAD 26Q1-2900-gdf79404cd8, Yosys 0.63+post, stock flow scripts
make -C /OpenROAD-flow-scripts/flow DESIGN_CONFIG=/design/flow/config.mk WORK_HOME=/design/flow/orfs finish
```
**design/flow/config.mk**
```make
export PLATFORM = sky130hd
export DESIGN_NAME = LiftController_wrapper
export DESIGN_NICKNAME = LiftController_wrapper
export VERILOG_FILES = /design/flow/design.v
export SDC_FILE = /design/flow/constraint.sdc
export NUM_CORES = 4
export LEC_CHECK = 1
export CORE_UTILIZATION = 30
```
**design/flow/constraint.sdc**
```tcl
current_design LiftController_wrapper

set clk_period 5.6
set clk_io_pct 0.2

create_clock -name clk0 -period $clk_period [get_ports {clk}]

set non_clock_inputs [all_inputs -no_clocks]
set_input_delay [expr $clk_period * $clk_io_pct] -clock clk0 $non_clock_inputs
set_output_delay [expr $clk_period * $clk_io_pct] -clock clk0 [all_outputs]
```
==> metrics.csv <==
stage,metric,value,unit
timing,Slew HR,50.3,%
power_and_ir_drop,Pleak,0.851,nW
run,Max-Cap Viols,0,
synthesis,"area leader, netlist",dfrtp_1,
clocking,postcts setup bufs,0,
setup_path,flop2flop setup slack,3.02,ns
finish,Area Overhead vs Synth,15.6,%
power_and_ir_drop,Clock Power Share,23.8,%
detailed_routing,WL/cell,12.6,µm
clocking,CTS root buf,clkbuf_8,
power_and_ir_drop,Pint,0.348,mW
grt,gr usage total,12.1,%
detailed_routing,Remaining DRCs,0,
synthesis,Max-area cell share,33.7,%
detailed_routing,Vias,1521,
placed_design,HPWL after detailed placement,2640,µm
power_and_ir_drop,maximum VDD drop,0.108,mV
clocking,CTS tree,yes,
floorplan,chip area,6760,µm²
grt,Overflow after GRT,0,
floorplan,Floorplan Utilization,31.8,%
setup_path,crit path DAT,2.70,ns
power_and_ir_drop,power share of the sequential group,51.1,%
timing,minimum clock period,3.82,ns
status,status,completed,
run,OpenROAD warnings,28,
timing,endpoints left unconstrained,17,
timing,Setup Skew,0.00175,ns
finish,"Most flops, register",dutlc.counter,
timing,Setup TNS Final,0,ns
finish,max FFs per register,23,
placed_design,PortBufs,18,
clocking,CTS H-tree depth,1,
detailed_routing,starting DRC count in detailed routing,100,
clocking,cts hold-fix bufs,0,
timing,max-slew violations,0,
synthesis,Yosys Instances,206,
synthesis,Synthesized registers,39,
power_and_ir_drop,Power Density,228,nW/µm²
synthesis,synthesis area per yosys,1930,µm²
synthesis,Gate Count Post-Synth,206,
detailed_routing,Post-Route WL,3760,µm
timing,maximum clock rate,0.262,GHz
timing,measured slew at the worst slew-check pin,0.738,ns
setup_path,CP Data Required Time,4.48,ns
clocking,Insertion Delay late pin,0.27,ns
grt,largest net degree at the start of global routing,39,
synthesis,Syn Area/Cell,9.37,µm²
setup_path,startpoint types,primary input,
synthesis,ys flop type,dfrtp_1,
clocking,TritonCTS Buffers,3,
floorplan,Site Rows,28,
power_and_ir_drop,Comb pwr share,25.1,%
timing,RSZ-0062 raised after global routing,no,
clocking,Worst-path clk slew,0.09,ns
clocking,Longest Clk Path Bufs,2,
synthesis,"Cell Area, Synth",1930,µm²
power_and_ir_drop,Switch Pwr,0.162,mW
power_and_ir_drop,Sw Share,31.7,%
grt,first-pass GRT wire length,6350,µm
detailed_routing,via/cell ratio,5.12,
synthesis,Ys Warns,3,
timing,Fin. Hold Viols,0,
floorplan,core area,6060,µm²
floorplan,Die W,82.2,µm
timing,final period utilization,68.2,%
detailed_routing,Final ANT Viol Nets,0,
grt,vias in the first global route,1386,
placed_design,GP Congestion,0.804,
setup_path,Setup Crit Path Kind,in2out,
synthesis,flip-flops with a built-in enable,0,
floorplan,I/O Pins,21,
finish,Final Non-Filler Cells,297,
synthesis,Top area cell types,"dfrtp_1 (34%), dlxtn_1 (9.3%), nor2_1 (4.3%)",
grt,initial antenna violation count,0,
placed_design,dpl cells,293,
synthesis,distinct cell type count after synthesis,50,
detailed_routing,router iterations before antenna repair,4,
timing,endpoints failing setup,0,
setup_path,Critical Path End Type,output pin,
clocking,post-CTS sizing,0,
setup_path,crit path max fanout,4,
finish,fraction of layout instances using a drive strength above 1,6.31,%
detailed_routing,diode count,0,
synthesis,fraction of registers with async set/reset,66.7,%
timing,register pins left without a clock,13,
hold_path,Min-Delay Path Class,reg2reg,
floorplan,Die Y,82.2,µm
finish,fill count,604,
## Yosys cell counts, drive strengths merged, types with 2 or more instances
cell type   n
nor3        4
and3        2
dfrtp      26
a211oi      4
xnor2       6
a21boi      2
a211o       3
and2        2
xor2        7
or2         2
clkbuf      5
nor4       10
buf         3
nand3       2
nand2b      9
nor2b       8
o2111ai     3
mux2i       2
dlxtn      12
or3         6
o21ai      10
or4         5
nand2       6
and4        2
nor2       23
o31ai       4
ha          2
inv         9
o211ai      3
a21oi      10
## final timing paths
kind	from	endpoint	cells after the start
setup / recovery	si[1]	STOP	5
hold / removal	dutlc.D	dutlc.D_prev	0
setup reg to reg	dutlc.counter[19]	dutlc.counter[11]	6
hold reg to reg	dutlc.D	dutlc.D_prev	0
max in group asynchronous	rst_n	dutlc.D_prev	2
min in group asynchronous	rst_n	dutlc.counter[22]	2
## cells in the final DEF (no fill, tap or decap), types with 7 or more instances in the layout
cell and count:
nor2_1 22, clkdlybuf4s50_1 18, inv_1 9, nor4_1 8, a21oi_1 10, nand2b_1 9
dlxtn_1 12, nor2b_1 8, dfrtp_1 26, o21ai_0 10, xor2_1 7
## layout make-up
cell class	count	area, µm²	area share (%)
multi-input cells	150	1000	44.9
well taps	75	93.8	4.21
inverters	9	33.8	1.51
repair buffers	20	195	8.75
flip-flops and latches	39	851	38.1
clock buffers	4	55.1	2.47
## power groups by stage
stage	Clock (mW)	Sequential [mW]	Combinational (mW)
after CTS	0.126	0.260	0.129
after global routing	0.133	0.265	0.145
final	0.121	0.261	0.128
## logic make-up (layout without fill, tap and decap cells)
logic type               Yosys count  in the layout  synth area share [%]
latches                           12             12                  9.34
buffers and inverters             17             33                  3.96
AND/OR/NAND/NOR                   87             87                  26.8
flip-flops                        27             27                  34.8
AND-OR/OR-AND                     46             46                  16.9
multiplexers                       2              2                  1.04
XOR/XNOR                          13             13                  5.90
adder cells (fa/ha/maj)            2              2                  1.30
## metal layers
| metal | up-vias | share of wire (%) | track usage [%] | routed length [µm] |
|---|---|---|---|---|
| met1 | 714 | 52 | 18.8 | 1950 |
| met4 | 0 | 0.53 | 1.23 | 20 |
| li1 | 778 | - | - | - |
| met3 | 2 | 3.3 | 1.23 | 124 |
| met2 | 27 | 44 | 19.3 | 1660 |
| met5 | - | 0 | 0 | 0 |
## metrics by stage
| step | hold slack (ns) | area, µm² | setup WS (ns) | util [%] | total power [mW] |
|---|---|---|---|---|---|
| 3_3_place_gp | 0.414 | 2180 | 1.78 | 35.9 | 0.389 |
| 4_1_cts | 0.439 | 2230 | 1.74 | 36.8 | 0.515 |
| 6_report | 0.434 | 2230 | 1.78 | 36.8 | 0.509 |
| 3_5_place_dp | 0.421 | 2180 | 1.74 | 35.9 | 0.392 |
| 5_1_grt | 0.455 | 2230 | 1.60 | 36.8 | 0.543 |
| 2_1_floorplan | 0.374 | 1930 | 2.92 | - | 0.353 |
## critical path, stage by stage
cell	delay, ns
clkdlybuf4s50_1	0.40
nor2_1	0.22
o21ai_0	0.23
a21oi_1	0.24
clkdlybuf4s50_1	0.50
No activity file was given, so power comes from the tool's default toggle rates.
